==> /design/flow/config.mk <==
export PLATFORM = sky130hd
export DESIGN_NAME = DataMemory
export DESIGN_NICKNAME = DataMemory
export VERILOG_FILES = /design/flow/design.v
export SDC_FILE = /design/flow/constraint.sdc
export NUM_CORES = 4
export LEC_CHECK = 1
export CORE_UTILIZATION = 50
==> /design/flow/constraint.sdc <==
current_design DataMemory

set clk_period 105.9
set clk_io_pct 0.2

create_clock -name clk0 -period $clk_period [get_ports {clk}]

set non_clock_inputs [all_inputs -no_clocks]
set_input_delay [expr $clk_period * $clk_io_pct] -clock clk0 $non_clock_inputs
set_output_delay [expr $clk_period * $clk_io_pct] -clock clk0 [all_outputs]
==> /design/flow/design.v <==
module DataMemory
 #( parameter delay = 50,parameter size=64)
(address,InData,outRead,write,read,clk);
input [63:0] address,InData;
input read,write;
output [63:0] outRead;
input clk;
reg [63:0] Memory[0:size-1];
integer j;
initial begin
		for(j=0;j<64;j=j+1)
			Memory[j] = 64'b11;
end
assign outRead =(read)? Memory[address] : 64'd0;
always@(posedge clk)
  begin 
      if(write)
        Memory[address]=InData;
  end
endmodule 
==> /design/flow/run.sh <==
#!/bin/bash
# OpenROAD 26Q1-2900-gdf79404cd8, Yosys 0.63+post, stock flow scripts
make -C /OpenROAD-flow-scripts/flow DESIGN_CONFIG=/design/flow/config.mk WORK_HOME=/design/flow/orfs finish
==> run summary <==
Physical design

Post-route period utilization is reported as 0.457. The post-synthesis to final-layout area growth stands at 12.6%. The number of flip-flops under the largest register name stands at 4096. The number of clock sinks stands at roughly 4k. The instance count along the most critical hold path stands at 2.

The initial antenna violation count is 17. STA puts the critical path data required time at ~85 ns. Counting both buffers and inverters, the worst setup path holds a total of 6. STA classifies the critical path startpoint as a primary input. The number of buffers inserted by hold repair at cts stands at 0. The script extracted a net switching power of ~0.74 mW. The number of cells in Yosys stat stands at ~8.9k. The delay of the slowest cell on the worst path stands at 0.73 ns. Per STA, the library cell used most along the worst path is sky130_fd_sc_hd__buf_4. The clock share of power stands at 0.411.

Per the OpenROAD floorplan log, the width of the die is 564 um. The critical path is of the primary input to output port type. Per STA, the worst path accumulates the most delay in the family buffers and inverters. The deepest clock path buffer count stands at 4.

The power report attributes to the combinational group a share of 0.055. The flip-flop and latch count after synthesis stands at ~4.1k. According to the dpl log, the detail-placed design has an HPWL of 271 mm.

Warnings reported by Yosys during synthesis add up to 1. The switching part of the total stands at 0.219. The critical path runs through a total of 11 cells. The internal power summed over all cells stands at 2.63 mW. In this run the post-CTS setup repair buffer count came out at 0.

The total routing resource utilization after global routing stands at 0.352. In this run the count of I/O pins placed on the die edge is between 150 and 200. The total standard cell area after synthesis stands at 0.158 sq mm.

The number of distinct library cell variants in the gate-level netlist after synthesis stands at about 65. The first routing iteration left just over 7k violations. The leakage power figure stands at roughly 55 nW. The biggest fanout along the worst timing path stands at approximately 65. In this run the clock root is driven by a sky130_fd_sc_hd__clkbuf_16.

Dividing the detail-routed via count by the number of cells gives between 6 and 7. The die is ~560 um tall. The number of global-route vias before repair stands at between 90k and 100k.

Averaged over all synthesized cells, the footprint is around 18 sq um. Per the finish-stage timing summary, setup violations number 0. The most used flip-flop cell after synthesis is sky130_fd_sc_hd__edfxtp_1. The synthesized netlist has a Yosys-reported chip area of about 0.16 sq mm.

Note that the worst hold path type here is primary input to flop. The report lists the power per cell area as 18.9 mW/mm^2. In this run the maximum-capacitance check reported violations numbering 0.

The final total negative setup slack stands at 0 ns. The iteration count of the initial detailed-routing pass stands at 5. The maximum achievable frequency stands at between 20 and 25 MHz. The number of vias after detailed routing stands at 92.4k. After its last routability iteration, the placer logged a weighted congestion of 0.904.

In this run the tool buffered the top-level ports with ~140 buffer cells. Once detail routing completed, the nets flagged for antenna violations numbered 0. The total wire length stands at roughly 500 mm. Per the post-synthesis report, the number of cells in the design is 8860. The first global-routing pass estimated 699 mm of wire. Sorting the synthesized cells by area gives the leading types as sky130_fd_sc_hd__edfxtp_1 78%, sky130_fd_sc_hd__mux2_2 2.8%, sky130_fd_sc_hd__a22oi_1 2.7%. The count of placed standard cells including taps stands at 12.8k. Of the total power, registers draw 0.535.

The maximum resistive drop on vdd stands at 0.0000155 V. The area share of the largest cell type after synthesis stands at 0.778. The time the final worst path needs with I/O delays and setup stands at 48.41 ns. The number of clock buffers inserted by TritonCTS stands at 415. Recorded from the global router log, the overflow total was 0. The slowest stage of the critical path belongs to the cell sky130_fd_sc_hd__buf_4. The core area stands at approximately 0.31 sq mm. For this configuration, the core starts out at a cell density of 0.502. The final number of max-transition violations stands at 0. Setup repair after global routing left no endpoint under its margin. The post-cts repair resize count stands at 0.

The run finished with clean final reports. The transition time at the pin with the least slew margin stands at roughly 1.1 ns. Per Yosys stat, the portion of area used by sequential elements is 0.778. The number of flops mapped to enable cells by yosys stands at around 4.1k. The stage-log warning count stands at around 87. The maximum number of pins on one net before global-route repair stands at between 150 and 200.

Per the CTS log, the maximum H-tree level is 5. The floorplan step defined a die boundary enclosing around 0.32 sq mm. The data arrival time at the worst-slack endpoint stands at roughly 27 ns. The count of endpoints failing hold in the final timing report stands at 0. According to the floorplan log, the row count is slightly above 200. The critical path goes through buf_8 > buf_4 > buf_4 > buf_4 > buf_4 > or3b_2 > a21oi_1 > a2111oi_0 > nand4b_1 > o41a_1 > clkdlybuf4s50_1.

The count of unresolved DRC violations after routing stands at 0. Looking at area per cell type in the netlist, the leader is sky130_fd_sc_hd__edfxtp_1. On the worst setup and hold paths after CTS, the clock-pin slew comes to 0.06 ns. The max-slew check reports its worst relative slack as 0.253. The ratio of cells with drive above 1 in the final layout stands at 0.187. The post-synthesis async set-or-reset flop share stands at 0. The per-cell routed wire length stands at between 30 and 40 um. Leaving out filler cells and counting taps, the final layout contains between 10k and 15k.

STA classifies the critical path endpoint as an output port. TritonCTS built the clock tree.
[routing by layer]
layer	vias to the layer above	GRT usage	wire length, um
met4	51	0.152	28300
li1	38199	-	-
met3	1326	0.289	97000
met2	7396	0.481	224000
met5	-	0.0439	1670
met1	45378	0.408	148000
[Yosys cell counts, drive strengths merged (9+ instances only)]
cell,instances
a2111oi,93
a21boi,28
a21o,28
a21oi,309
a221o,281
a221oi,479
a222oi,30
a22o,253
a22oi,562
a31oi,13
a32oi,32
and3,22
and3b,9
buf,303
clkbuf,465
edfxtp,4096
mux2,399
mux2i,13
mux4,19
nand2,57
nand2b,10
nand3,193
nand3b,189
nand4b,31
nor2,82
nor2b,11
nor3,75
nor3b,26
o21ai,33
o221ai,9
o22ai,309
o2bb2ai,30
o31a,29
o41a,61
or3b,179
or4,29
[final cells by class]
type                    count  area [sq um]
diodes                      8          20.0
clock inverters           241          1890
fillers                 22865        137000
inverters                   8          52.6
multi-input cells        3988         32400
repair buffers            580          4500
flip-flops and latches   4096        123000
well taps                4160          5200
clock buffers             507         10800
[power by group through the flow]
stage	clock, mW	combinational [mW]	sequential [mW]
6_report	1.38	0.184	1.80
5_1_grt	1.46	0.194	1.80
4_1_cts	1.39	0.181	1.80
[cells in the final DEF, fill, tap and decap left out, types with 13 or more instances in the layout]
master / count
sky130_fd_sc_hd__a21o_1: 28
sky130_fd_sc_hd__nor2_1: 13
sky130_fd_sc_hd__a22o_1: 253
sky130_fd_sc_hd__o22ai_1: 309
sky130_fd_sc_hd__edfxtp_1: 4096
sky130_fd_sc_hd__o21ai_0: 33
sky130_fd_sc_hd__bufinv_16: 21
sky130_fd_sc_hd__mux2_2: 392
sky130_fd_sc_hd__or4_1: 28
sky130_fd_sc_hd__o41a_1: 61
sky130_fd_sc_hd__and3_1: 22
sky130_fd_sc_hd__clkbuf_1: 87
sky130_fd_sc_hd__a222oi_1: 30
sky130_fd_sc_hd__buf_4: 435
sky130_fd_sc_hd__nand4b_1: 30
sky130_fd_sc_hd__nand3b_1: 189
sky130_fd_sc_hd__a22oi_1: 562
sky130_fd_sc_hd__a21boi_0: 28
sky130_fd_sc_hd__nand3_1: 191
sky130_fd_sc_hd__clkbuf_16: 420
sky130_fd_sc_hd__a221oi_1: 479
sky130_fd_sc_hd__a2111oi_0: 93
sky130_fd_sc_hd__nor2_4: 69
sky130_fd_sc_hd__nor3_1: 72
sky130_fd_sc_hd__clkdlybuf4s50_1: 65
sky130_fd_sc_hd__a31oi_1: 13
sky130_fd_sc_hd__mux4_2: 19
sky130_fd_sc_hd__a221o_1: 281
sky130_fd_sc_hd__buf_2: 67
sky130_fd_sc_hd__nand2_1: 51
sky130_fd_sc_hd__clkinv_2: 75
sky130_fd_sc_hd__a32oi_1: 32
sky130_fd_sc_hd__or3b_2: 179
sky130_fd_sc_hd__mux2i_1: 13
sky130_fd_sc_hd__clkinv_1: 115
sky130_fd_sc_hd__a21oi_1: 309
sky130_fd_sc_hd__o2bb2ai_1: 30
sky130_fd_sc_hd__o31a_1: 29
sky130_fd_sc_hd__nor3b_1: 23
[final timing paths]
kind | start | slack, ns | end
setup / recovery | address[1] | 57.49 | outRead[29]
hold / removal | InData[50] | 20.84 | Memory[39][50]$_DFFE_PP_
[through the flow]
step | util | area, sq um | total power [mW] | hold WS, ns | setup WS (ns)
global route | 0.565 | 178000 | 3.45 | 20.86 | 57.35
floorplan | - | 158000 | 1.92 | 21.28 | 61.61
CTS | 0.565 | 178000 | 3.37 | 20.81 | 57.67
finish | 0.565 | 178000 | 3.36 | 20.84 | 57.49
global placement | 0.525 | 165000 | 2.01 | 21.81 | 57.67
detailed placement | 0.525 | 165000 | 2.01 | 21.82 | 57.68
[logic make-up (layout without fill, tap and decap cells)]
kind of cell           count (synthesis)  count (layout)  synth area share
AOI/OAI and AO/OA                   2608            2608             0.130
buffers and inverters                776            1336            0.0207
DFF                                 4096            4096             0.778
muxes                                431             431            0.0320
other                                  0               8                 0
and+or+nand+nor                      949             949            0.0392
Power is estimated from default activity; no workload was simulated.
