==> flow/design.v <==
module regbank
#(parameter delay=100)
(DataA, DataB, DataC, AddrA, AddrB, AddrC, w, Clk);
  output [63:0] DataA, DataB;
  input [63:0] DataC;
  input [4:0] AddrA, AddrB, AddrC;
  input w;
  input Clk;
  reg [63:0] registers [0:31];
  assign DataA = registers[AddrA];
  assign DataB = registers[AddrB];
  integer j;
  initial begin
    for(j=0;j<31;j=j+1)
      registers[j] = 64'b10;
    registers[31]=0;    
  end
  always @ (posedge Clk) 
  begin
    if(w)
      if (AddrC < 5'b11111)
        registers[AddrC] <= DataC;
  end
endmodule
==> flow/run.sh <==
#!/bin/bash
# OpenROAD 26Q1-2900-gdf79404cd8, Yosys 0.63+post, stock flow scripts
make -C /OpenROAD-flow-scripts/flow DESIGN_CONFIG=/design/flow/config.mk WORK_HOME=/design/flow/orfs finish
==> flow/config.mk <==
export PLATFORM = sky130hd
export DESIGN_NAME = regbank
export DESIGN_NICKNAME = regbank
export VERILOG_FILES = /design/flow/design.v
export SDC_FILE = /design/flow/constraint.sdc
export NUM_CORES = 4
export LEC_CHECK = 1
export CORE_UTILIZATION = 50
==> flow/constraint.sdc <==
current_design regbank

set clk_period 12.3
set clk_io_pct 0.2

create_clock -name clk0 -period $clk_period [get_ports {Clk}]

set non_clock_inputs [all_inputs -no_clocks]
set_input_delay [expr $clk_period * $clk_io_pct] -clock clk0 $non_clock_inputs
set_output_delay [expr $clk_period * $clk_io_pct] -clock clk0 [all_outputs]
==> impl_metrics.toml <==
# synthesis and place-and-route metrics
[run_status]
status = "finished clean"

[finish]
largest_reg_flops = 2048
drive_above_1_share_pct = 35.2
largestRegisters = "registers x2048"
top_register = "registers"
syn_to_final_growth_pct = 13.7

[die]
coreArea_sq_um = 186000
core_util_floorplan_pct = 50.5
die_h_microns = 436
io_pins = 209
rows = 158
chip_area_sq_um = 190000
die_w_microns = 436

[final_timing]
setup_viol = 0
slew_headroom_pct = 31.8
rsz0062_at_grt = "false"
tns_ns = 0
worst_slew_pin_slew_ns = 1.02
hold_viol_final = 0
timing.final.max_slew_violations = 0
fmax_ghz = 0.115
period_minus_slack_ns = 8.68
fin_crit_sh_pct = 70.5

[clock_network]
tritoncts = "built"
ctsHoldBuffers = 0
htreeDepth = 4
clk_root_buffer_cell = "clkbuf_16"
post_cts_resize_count = 0
clk_path_buf_depth = 3
postCtsSetupBuffers = 0
clkSlewWorstSetupHoldPaths_ns = 0.06
cts_buffers = 210
cts.sinks = 2048

[yosys]
ys.flops = 2048
synthCells = 4296
most_common_cell = "edfxtp_1"
ys_area_sq_um = 94000
synth_top_cell_by_area = "edfxtp_1"
syn-cell-area_sq_um = 94000
synth_warnings = 1
synth_seq_share_pct = 65.4
top_cells_by_area = "edfxtp_1 65%, mux4_2 25%, mux2i_1 3.8%"
avgSynthCellArea_sq_um = 21.9
edf_count = 2048
async_flop_share_pct = 0
common_cells = "2,048 x edfxtp_1, 1,046 x mux4_2, 361 x mux2i_1"
synth_cell_types = 38
synth_stat.cells = 4296
flop_cell = "edfxtp_1"
top_area_share_pct = 65.4

[power]
pwr_density_cell_nw_per_um2 = 145
p_total_mw = 15.5
power.leakage_nw = 34.1
vdd_ir_drop_max_mv = 0.184

[routing]
dr.pass1.iters = 5
via_per_inst = 6.68
drtIter0Drc = 3147
drc = 0
wl_met2_mm = 131
met3_length_mm = 50.3
routed-via-count = 49046
ant_nets = 0
maxUsedRoutingLayer = "met5"
wire_per_inst_microns = 37.1
met1Wirelength_mm = 80.8
drt_wl_total_mm = 273

[min_path]
min_from = "DataC[48]"
min_path_type = "input pin to register"

[global_routing]
antenna_found_initial = 8
grt_pass1_vias = 56065
overflow = 0
grt_start_max_net_pins = 88
grt_first_pass_wirelength_mm = 392
gr-usage-all-layers_pct = 33.2

[worst_setup_path]
crit_type = "input pin to output pin"
cp_num_buf_inv = 4
worst_ep_arrival_time_ns = 6.22
crit_fanout = 70
slowest_delay_ns = 0.67
startpoint_type = "input pin"
cp_common_cell = "buf_4"
crit_start = "AddrB[1]"
worstPathRequired_ns = 9.84
crit_family = "buffers and inverters"
crit_slowest_cell = "buf_4"
cp-end-kind = "output pin"
crit_chain = "buf_8, buf_4, buf_4, mux4_2, nand2_1, a32o_1, a221oi_1, clkdlybuf4s50_1"

[placed_design]
port_buffers = 208
gp_congestion = 0.878
dp_hpwl_mm = 158

[job]
cap_violations = 0
tool_warnings = 26
==> report_power, final <==
part	switching, mW	internal [mW]
Clock	2.68	3.68
Sequential	0.0393	7.78
Combinational	0.707	0.633
==> layer usage <==
metal | vias to the layer above | track usage (%)
met5 | - | 0.806
met1 | 24984 | 41.7
met3 | 542 | 26.1
met4 | 14 | 8.76
met2 | 3613 | 47.3
li1 | 19893 | -
==> logic make-up after synthesis <==
family	after synthesis	synth area share [%]
flops	2048	65.4
mux	1456	29.5
buf+inv	345	1.87
compound gates	274	2.42
simple gates	172	0.822
other cells	1	0.00399
==> stage by stage <==
step / hold WS, ns / std cells / cell area [sq um] / util (%) / setup slack, ns
after floorplan: 2.56 / 4359 / 94300 / - / 5.74
after global placement: 3.26 / 6960 / 100000 / 53.8 / 3.58
after detailed placement: 3.27 / 6960 / 100000 / 53.8 / 3.63
after CTS: 2.36 / 7344 / 107000 / 57.5 / 3.60
after global routing: 2.42 / 7345 / 107000 / 57.5 / 3.50
final: 2.42 / 7347 / 107000 / 57.5 / 3.62
==> layout by cell type, fill, tap and decap left out, drive strengths merged, types with 26 or more instances in the layout <==
cell | netlist | final
o21a | 26 | 26
nor2 | 45 | 45
edfxtp | 2048 | 2048
clkdlybuf4s50 | 0 | 198
a221oi | 89 | 89
conb | 1 | 64
clkbuf | 103 | 260
o22ai | 34 | 34
clkinv | 0 | 83
a22o | 35 | 35
mux2i | 361 | 361
nand2 | 80 | 80
mux4 | 1046 | 1046
buf | 241 | 266
mux2 | 49 | 49
a32o | 35 | 35
==> worst paths after layout <==
kind	cells past startpoint	slack, ns	end
max	8	3.62	DataB[57]
min	1	2.42	registers[2][48]$_DFFE_PP_
==> cell type report <==
cell class / instances / area, sq um
antenna: 3 / 7.51
inverter: 1 / 11.3
multi-input combinational: 1966 / 31300
timing repair buffer: 465 / 4160
clock inverter: 125 / 1320
tap: 2480 / 3100
clock buffer: 259 / 5480
sequential: 2048 / 61500
fill: 13302 / 79100
