[/design/flow/design.v]
module ALU
#(parameter n=64, parameter delay=100)
(input1,input2,OP,ALUOutput,zero);
  input [n-1:0]input1; 
  input [n-1:0]input2; 
  input [3:0]OP;
  output reg [63:0]ALUOutput;
  output zero;
  always@(input1,input2,OP)
  begin
    ALUOutput = 64'b0;
    case(OP)
    4'b0000: ALUOutput = input1&input2;
    4'b0001: ALUOutput = input1|input2;
    4'b0010: ALUOutput = input1+input2;
    4'b0110: ALUOutput = input1-input2;
    4'b0111: ALUOutput = input2;
    4'b1100: ALUOutput = ~(input1|input2) ; 
    endcase
  end
  assign zero = (ALUOutput==64'd0)? 1: 0;
endmodule
[/design/flow/run.sh]
#!/bin/bash
# OpenROAD 26Q1-2900-gdf79404cd8, Yosys 0.63+post, stock flow scripts
make -C /OpenROAD-flow-scripts/flow DESIGN_CONFIG=/design/flow/config.mk WORK_HOME=/design/flow/orfs finish
[/design/flow/config.mk]
export PLATFORM = sky130hd
export DESIGN_NAME = ALU
export DESIGN_NICKNAME = ALU
export VERILOG_FILES = /design/flow/design.v
export SDC_FILE = /design/flow/constraint.sdc
export NUM_CORES = 4
export LEC_CHECK = 1
export CORE_UTILIZATION = 30
[/design/flow/constraint.sdc]
current_design ALU

set clk_period 39.8
set clk_io_pct 0.2

create_clock -name clk0 -period $clk_period

set non_clock_inputs [all_inputs -no_clocks]
set_input_delay [expr $clk_period * $clk_io_pct] -clock clk0 $non_clock_inputs
set_output_delay [expr $clk_period * $clk_io_pct] -clock clk0 [all_outputs]
==> qor_table.md <==
| Step | Item | This run |
| --- | --- | --- |
| routing | Antenna-violating nets left | 0 |
| placement | Post-DP HPWL | 31.36 mm |
| routing | Antenna Cells | 0 |
| timing | Final Setup Violations | 0 |
| timing | Achievable clock frequency | 42.25 MHz |
| grt | Global route total overflow | 0 |
| timing | Time the final worst path needs with I/O delays and setup | 23670 ps |
| grt | Largest net degree at the start of global routing | 62 |
| worst setup path | CP Data Arrival Time | 15710 ps |
| yosys | Warning count from the yosys run | 1 |
| grt | First-pass GRT wire length | 58.37 mm |
| finish | Layout clock buffer count | 0 |
| cts | Post-CTS Setup Inserts | 0 |
| floorplanning | Overall die area | 0.02920 mm2 |
| yosys | Cell taking the most area after synthesis | sky130_fd_sc_hd__ha_1 |
| worst setup path | Critical Path Slowest Stage Cell | sky130_fd_sc_hd__or4_1 |
| routing | Via/cell ratio | 6.051 |
| finish | Area grow syn2layout | 24.86% |
| timing | Final setup TNS | 0 ps |
| yosys | Dominant cells by area after synthesis | sky130_fd_sc_hd__ha_1 (9.7%), sky130_fd_sc_hd__maj3_1 (7.1%), sky130_fd_sc_hd__nor2_1 (5.9%) |
| yosys | Portion of synthesized cell area occupied by the leading cell type | 9.651% |
| placement | I/O Buffers | 197 |
| routing | Vias | 10.84k |
| floorplanning | I/O pin cnt | 197 |
| yosys | Avg Synthesized Cell Area | 6.522 um2 |
| timing | Pins over their slew limit | 0 |
| grt | Initial antenna violation count | 0 |
| yosys | Cell total in the yosys stat output | 1312 |
| power and ir drop | Leakage Power | 3.933 nW |
| floorplanning | CORE AREA | 0.02793 mm2 |
| power and ir drop | Pwr/cell area | 16.04 mW/mm2 |
| yosys | Chip area in the Yosys report | 0.008557 mm2 |
| run | OpenROAD warnings | 34 |
| routing | Total iterations of the first detailed-routing run | 5 |
| worst setup path | Required time at the worst-slack endpoint | 31840 ps |
| yosys | Synthesized instance count | 1312 |
| power and ir drop | Overall power consumption | 0.1714 mW |
| worst setup path | Cell-by-cell trace of the critical path | clkdlybuf4s50_1 > or4_1 > nor4_1 > and3_1 > and2_1 > nand2_1 > o31ai_1 > xor2_1 > ha_1 > a21oi_1 > o21ai_1 > a21oi_1 > nand3_1 > o211a_1 > or3_1 > or4_1 > a211o_1 > or4_4 > nor4b_2 > nand4b_1 > nor4_2 > clkdlybuf4s50_1 |
| routing | Detailed router's first-iteration violation count | 1005 |
| finish | Non-filler instance count after layout | 1791 |
| finish | Sequential Area | 0 um2 |
| run | # Max-Cap Violations | 0 |
| worst setup path | Worst stage delay on the critical path | 610 ps |
| timing | Actual slew at the worst max-slew pin | 871.3 ps |
| timing | Hold Violations, Final | 0 |
| timing | Final period utilization | 59.47% |
| yosys | Post-synthesis instance area | 0.008557 mm2 |
| run status | Status | completed |
| floorplanning | Die x size | 170.9 um |
| worst setup path | Largest fanout of any net on the critical path | 9 |
| cts | Cell resize tally after clock tree synthesis | 0 |
| placement | RD Place Congestion | 0.9982 |
| timing | Relative max-transition margin | 40.41% |
| floorplanning | Vertical die dimension | 170.9 um |
| routing | Average detailed-routed wire length per instance | 21.76 um |
| yosys | Post-synthesis sequential area ratio | 0% |
| cts | Hold buffers post-CTS | 0 |
| timing | Unrepaired setup endpoints after global routing | false |
| yosys | Number of different library cells in the post-synthesis netlist | 81 |
| finish | # fillers | 2996 |
| floorplanning | Number of cell rows | 61 |
| worst setup path | Critical Setup Path Class | in -> out |
| worst setup path | Crit path launch type | input pin |
| finish | Ratio of cells with drive above 1 in the final layout | 3.185% |
| floorplanning | Starting density of the core | 30.63% |
| placement | Number of placed instances, taps included | 1791 |
| power and ir drop | Max rail drop VDD | 0.005645 mV |
| worst setup path | Critical path endpoint category | primary output |
| grt | Vias in the first global route | 9837 |
| routing | Detailed-route wire length | 38.98 mm |
| worst setup path | Worst path buffer plus inverter count | 2 |
| routing | Post-detailed-route DRC marker count | 0 |
| grt | Global-route usage over all layers | 26.31% |
| worst setup path | Delay-heaviest family, CP | simple AND/OR/NAND/NOR gates |
| min path | Min-delay worst type | in -> out |
| finish | Number of flip-flops and latches | 0 |
[final cells by class]
cell class / instances / area, um2 / share of cell area, %
multi-input combinational: 1176 / 8043 / 75.28
tap: 378 / 473.0 / 4.427
inverter: 25 / 93.84 / 0.8783
timing repair buffer: 212 / 2074 / 19.42
[per-stage QoR]
| stage | hold slack, ps | cell area [um2] | utilization [%] | worst slack, ps |
|---|---|---|---|---|
| 2_1_floorplan | 16060 | 8557 | - | 18330 |
| 3_3_place_gp | 16740 | 10680 | 38.25 | 16130 |
| 3_5_place_dp | 16740 | 10680 | 38.25 | 16130 |
| 4_1_cts | 16740 | 10680 | 38.25 | 16120 |
| 5_1_grt | 16800 | 10680 | 38.25 | 15680 |
| 6_report | 16740 | 10680 | 38.25 | 16130 |
[layer usage]
| layer | track usage [%] | vias to the layer above | wire length (um) |
|---|---|---|---|
| li1 | - | 5207 | - |
| met1 | 38.68 | 5063 | 18040 |
| met2 | 40.46 | 490 | 16770 |
| met3 | 2.285 | 78 | 2815 |
| met4 | 8.269 | 0 | 1352 |
| met5 | 0 | - | 0 |
[where the power goes]
group	switching, mW	leakage [nW]	internal, mW	total [mW]
clock	0	0	0	0
combinational	0.0986	3.93	0.0728	0.171
sequential	0	0	0	0
total	0.0986	3.93	0.0728	0.171
[logic make-up after synthesis]
| kind of cell | after synthesis | synth area share [%] |
|---|---|---|
| AND-OR/OR-AND | 494 | 40.12 |
| AND/OR/NAND/NOR | 447 | 25.66 |
| buffers and inverters | 136 | 6.229 |
| adder cells (fa/ha/maj) | 128 | 17.02 |
| XOR/XNOR | 106 | 10.85 |
| multiplexers | 1 | 0.1170 |
[cell usage in the layout (no fill, tap or decap), drive strengths merged, types with 24 or more instances in the layout]
cell type | netlist | final
or3 | 24 | 24
nor2 | 135 | 135
xor2 | 54 | 54
inv | 25 | 25
nand4 | 41 | 41
a21o | 35 | 35
maj3 | 61 | 61
clkdlybuf4s50 | 0 | 195
a21oi | 95 | 95
xnor2 | 52 | 52
a22o | 54 | 54
nand2 | 112 | 112
a22oi | 52 | 52
o21ai | 99 | 99
ha | 66 | 66
nor3 | 41 | 41
[final timing paths]
kind	startpoint	to	slack, ps	depth (start not counted)
min	OP[2]	ALUOutput[0]	16740	5
max	input2[8]	zero	16130	22
[cells in the mapped netlist (all sizes together) (52+ instances only)]
cell type / instances
ha: 66
xor2: 54
a22oi: 52
a21oi: 95
nor2: 135
clkbuf: 79
o21ai: 99
maj3: 61
nand2: 112
xnor2: 52
a22o: 54
Power and IR drop assume default switching activity.
